==> flow/design.v <==
`timescale 1ns / 1ps
module GCD(CLK,BTNC,BTNL,BTNR,BTNU,SW,LED,C,AN);
input  CLK, BTNC, BTNL, BTNR, BTNU;
input [15:0] SW;
output reg [15:0] LED;
output [6:0] C;
output [7:0] AN;
reg in_disp,o_disp;
wire clkslow;
reg [2:0] nstate;
reg [15:0] n1,n2,out;
always @ (posedge CLK) begin
    if(BTNC==1) begin
        LED<=0;
        in_disp<=0; 
        nstate<=0; 
        o_disp<=0;
        n1<=0; n2<=0; out<=0;      
    end
    else begin
        case(nstate)
            3'd0: begin
                    LED<=SW;
                    in_disp<=1;
                    nstate<=3'd1;
                    o_disp<=0;
                  end
            3'd1: begin
                    LED<=SW;    
                    if(BTNL==1) begin  n1<=SW; in_disp<=1; o_disp<=0; nstate<=3'd2; end
                    else nstate<=3'd1;
                  end
            3'd2: begin
                    LED<=SW;
                    if(BTNR==1) begin  n2<=SW; in_disp<=1; o_disp<=0; nstate<=3'd3; end
                    else nstate<=3'd2;
                  end
            3'd3: begin
                    LED<=0;
                    if(BTNU==1) begin  out<=n1+n2; o_disp<=1; in_disp<=0;  nstate<=3'd4; end
                    else nstate<=3'd3;
                  end
            default: nstate<=3'd0;
        endcase
    end
end
    clock_div cd1(.clk_in(CLK),.rst(in_disp),.clk_out(clkslow));
    seg_disp s1(.clk(clkslow),.in1(LED),.in2(out),.disp(in_disp),.odisp(o_disp),.c(C),.an(AN));
endmodule
module seg_disp(clk,in1,in2,disp,odisp,c,an);
input clk,disp,odisp;
input [15:0] in1,in2;
output reg [6:0] c;
output reg [7:0] an;
reg [2:0] state1,state2;
wire [6:0] c1,c2,c3,c4,c5,c6,c7,c8;
always @ (posedge clk) begin
    if(disp==0) begin
        c<=7'b1000000;
        an<=8'b11101111;
        state1<=3'd0;
        state2<=3'd0;
    end
    if(disp==1) begin
        case(state1)
            3'd0:   begin   an<=8'b11111110;    c<=c1;  state1<=3'd1;    end
            3'd1:   begin   an<=8'b11111101;    c<=c2;  state1<=3'd2;    end
            3'd2:   begin   an<=8'b11111011;    c<=c3;  state1<=3'd3;    end
            3'd3:   begin   an<=8'b11110111;    c<=c4;  state1<=3'd4;    end
            3'd4:   begin   an<=8'b10111111;    c<=7'b0011000;  state1<=3'd5;    end
            3'd5:   begin   an<=8'b01111111;    c<=7'b1001111;  state1<=3'd6;    end
            3'd6:   begin   an<=8'b11011111;    c<=7'b0111111;  state1<=3'd0;    end
            default:    state1<=2'd0;
        endcase
    end
    if(odisp==1) begin
        case(state2)
            3'd0:   begin   an<=8'b11111110;    c<=c5;  state2<=3'd1;    end
            3'd1:   begin   an<=8'b11111101;    c<=c6;  state2<=3'd2;    end
            3'd2:   begin   an<=8'b11111011;    c<=c7;  state2<=3'd3;    end
            3'd3:   begin   an<=8'b11110111;    c<=c8;  state2<=3'd4;    end
            3'd4:   begin   an<=8'b10111111;    c<=7'b0011000;  state2<=3'd5;    end
            3'd5:   begin   an<=8'b01111111;    c<=7'b1000000;  state2<=3'd6;    end
            3'd6:   begin   an<=8'b11011111;    c<=7'b0111111;  state2<=3'd0;    end            
            default:    state2<=2'd0;
        endcase
    end
    else an<=8'b11101111;
end
    convert ca(.clk(clk),.in(in1[3:0]),.digit(c1));
    convert cb(.clk(clk),.in(in1[7:4]),.digit(c2));
    convert cc(.clk(clk),.in(in1[11:8]),.digit(c3));
    convert cd(.clk(clk),.in(in1[15:12]),.digit(c4));
    convert ce(.clk(clk),.in(in2[3:0]),.digit(c5));
    convert cf(.clk(clk),.in(in2[7:4]),.digit(c6));
    convert cg(.clk(clk),.in(in2[11:8]),.digit(c7));
    convert ch(.clk(clk),.in(in2[15:12]),.digit(c8));
endmodule
module clock_div(clk_in,rst,clk_out);
input clk_in, rst;
output wire clk_out;
reg [14:0] count;
always @ (posedge clk_in) begin
    if(rst==0) begin
        count=0;
    end
    else begin
        count=count+1;
    end
end
assign clk_out=count[14];
endmodule
module convert (clk,in,digit);
input clk;
input [3:0] in;
output reg [6:0] digit;
always @ (posedge clk) begin
    case(in)
        4'd0    : digit = 7'b1000000;
        4'd1    : digit = 7'b1111001;
        4'd2    : digit = 7'b0100100;
        4'd3    : digit = 7'b0110000;
        4'd4    : digit = 7'b0011001;
        4'd5    : digit = 7'b0010010;
        4'd6    : digit = 7'b0000010;
        4'd7    : digit = 7'b1111000;
        4'd8    : digit = 7'b0000000;
        4'd9    : digit = 7'b0010000;
        4'd10   : digit = 7'b0001000;
        4'd11   : digit = 7'b0000011;
        4'd12   : digit = 7'b1000110;
        4'd13   : digit = 7'b0100001;
        4'd14   : digit = 7'b0000110;
        4'd15   : digit = 7'b0001110;
        default : digit = 7'b1111111;
    endcase
end
endmodule
==> flow/run.sh <==
#!/bin/bash
# OpenROAD 26Q1-2900-gdf79404cd8, Yosys 0.63+post, stock flow scripts
make -C /OpenROAD-flow-scripts/flow DESIGN_CONFIG=/design/flow/config.mk WORK_HOME=/design/flow/orfs finish
==> flow/config.mk <==
export PLATFORM = sky130hd
export DESIGN_NAME = GCD
export DESIGN_NICKNAME = GCD
export VERILOG_FILES = /design/flow/design.v
export SDC_FILE = /design/flow/constraint.sdc
export NUM_CORES = 4
export LEC_CHECK = 1
export CORE_UTILIZATION = 50
==> flow/constraint.sdc <==
current_design GCD

set clk_period 4.7
set clk_io_pct 0.2

create_clock -name clk0 -period $clk_period [get_ports {CLK}]

set non_clock_inputs [all_inputs -no_clocks]
set_input_delay [expr $clk_period * $clk_io_pct] -clock clk0 $non_clock_inputs
set_output_delay [expr $clk_period * $clk_io_pct] -clock clk0 [all_outputs]
==> run_results.csv <==
group,metric,value,unit
final_timing,rsz0062_at_grt,"no",
synthesis,ys_cells,983,
clocking,cts_buffers,9,
setup_path,crit_family,"flip-flops",
clocking,clock-root-buffer,"clkbuf_16",
synthesis,synth_area_leader_cell,"dfxtp_1",
power_and_ir_drop,switching_power,455,uW
setup_path,worstPathArrival,1.60,ns
final_layout,fillCellCount,1443,
setup_path,end_kind,"output pin",
synthesis,synthFlopType,"dfxtp_1",
final_timing,finalCriticalPeriod,2.54,ns
route,drc_errors,0,
synthesis,synth-edff-count,0,
setup_path,path_buffers,1,
final_timing,setup_viol,0,
power_and_ir_drop,seqPwrFrac,45.5,%
synthesis,synthArstFlopShare,0,%
final_layout,combGateArea,4690,um^2
final_timing,final.setup.worst_slack,2.16,ns
setup_path,critical-path-slowest-cell,"dfxtp_1",
clocking,htreeDepth,3,
clocking,ctsResizeCount,0,
setup_path,crit_type,"reg2out",
placed_design,pre_cts_slack,1.94,ns
route,viasPerCell,5.56,
global_routing,grt-ovfl-total,0,
power_and_ir_drop,swShare,26.0,%
floorplanning,die_width,132,um
final_timing,tns,0,ns
placed_design,place_congestion,0.887,
placed_design,io_buffers,51,
clocking,clkLatencyLatePin,0.34,ns
synthesis,ys_warn_count,4,
global_routing,antenna_found_initial,0,
final_timing,untimed_endpoints,100,
placed_design,post-dp-hpwl,14.4,mm
final_layout,drive_gt1_share,4.54,%
clocking,clkTransAtPathRegs,0.06,ns
setup_path,slowest_delay,0.68,ns
final_timing,fin_skew,0.00653,ns
floorplanning,initial_core_util,51.0,%
outcome,status,"complete, no violations",
run,maxCapViolations,0,
global_routing,grt_max_degree,88,
global_routing,grt_use_total,23.4,%
global_routing,grt_pass1_vias,6158,
power_and_ir_drop,internal-power,1.30,mW
final_timing,final_max_slew_viol_count,0,
setup_path,crit_chain,"clkdlybuf4s50_1",
final_layout,area_growth,10.3,%
synthesis,synth_flop_count,171,
synthesis,synthCells,983,
synthesis,ys_area,8470,um^2
min_path,hp-class,"reg2reg",
power_and_ir_drop,clockPowerShare,41.0,%
synthesis,ys_seq_share,40.4,%
final_timing,relSlewSlack,49.5,%
power_and_ir_drop,pwr_density_cell,188,nW/um^2
clocking,post-cts-setup-buffer-count,0,
final_layout,regArea,3420,um^2
floorplanning,ioPinCount,52,
final_timing,hold_viol,0,
power_and_ir_drop,total_power,1.75,mW
route,routed_wl,19.3,mm
final_timing,unclocked_pins,85,
synthesis,top_cell_area_share,40.4,%
route,wire_per_inst,15.9,um
synthesis,synth.distinct_cells,62,
run,warnings,65,
power_and_ir_drop,irDropWorstVdd,0.000255,V
synthesis,synth.area.top_cells,"dfxtp_1 40%, ha_1 9.5%, nand2_1 6.2%",
power_and_ir_drop,p_leak,3.53,nW
synthesis,syn_avg_cell_area,8.61,um^2
clocking,hold_buffers,0,
final_layout,layout_top_cell,"dfxtp_1",
route,ant_nets,0,
route,dr_total_vias,6733,
final_timing,min_period_over_period,54.0,%
route,dr.pass1.iters,5,
clocking,cts_tree,"built",
final_timing,worstMarginPinSlew,0.757,ns
setup_path,startpoint_type,"register",
synthesis,syn_area,8470,um^2
floorplanning,die_area,17500,um^2
global_routing,grt_pass1_wl,31.7,mm
floorplanning,core_area,16600,um^2
floorplanning,die_h,132,um
final_layout,final_cell_mix,"170 x dfxtp_1, 139 x nand2_1, 95 x a21oi_1, 81 x nor2_1, 64 x ha_1",
power_and_ir_drop,power_frac_comb,13.5,%
setup_path,path_max_fanout,15,
final_timing,fmax,394,MHz
clocking,cts_buffer_depth,2,
route,antennaDiodeCount,0,
floorplanning,rows,47,
setup_path,cp.required,3.76,ns
route,drt_iter0_drc,458,
[per-stage QoR]
stage               utilization (%)  hold slack (ns)  instances  area, um^2
detailed placement             54.5            0.395       1196        9030
global placement               54.5            0.393       1196        9030
finish                         56.3            0.410       1212        9340
global route                   56.3            0.422       1212        9340
floorplan                         -            0.389        983        8470
CTS                            56.3            0.411       1212        9340
[final timing paths]
kind,slack (ns),start,cells past startpoint,endpoint
setup / recovery,2.16,LED[3],1,LED[3]
hold / removal,0.41,nstate[1],1,nstate[0]
hold reg to reg,0.41,nstate[1],1,nstate[0]
setup reg to reg,2.31,n1[0],7,out[14]
[cell usage after synthesis (3+ instances only)]
master / n
a21boi_0: 3
a211oi_1: 8
a32o_1: 7
o211ai_1: 4
nor4_1: 3
clkbuf_1: 48
nor3_1: 14
a21oi_1: 95
nor3b_1: 20
o311ai_0: 4
nand3_1: 19
buf_1: 5
mux4_2: 7
nand2_1: 139
xnor2_1: 9
a31o_2: 5
a211o_1: 3
inv_1: 30
xor2_1: 5
nand3b_1: 4
a21o_1: 3
and2_1: 23
and3_1: 6
mux2i_1: 18
nor2_1: 81
a22oi_1: 8
nor2b_1: 15
a22o_1: 20
or3_1: 8
nand2b_1: 12
dfxtp_1: 171
nand4_1: 4
a222oi_1: 9
a31oi_1: 13
ha_1: 64
buf_2: 6
or3b_2: 7
o21ai_0: 43
o21a_1: 9
[cells by family after synthesis]
family	Yosys count	synth area share, %
xor gates and xnor gates	14	1.45
buffers and inverters	92	4.29
muxes	26	4.12
adders and majority gates	65	9.70
AOI/OAI and AO/OA	249	19.2
and+or+nand+nor	366	20.8
DFF	171	40.4
[layout make-up]
| type | count | share of cell area (%) |
|---|---|---|
| timing repair buffer | 55 | 5.74 |
| clock buffer | 12 | 2.64 |
| clock inverter | 4 | 0.590 |
| tap | 220 | 2.95 |
| multi-input combinational | 720 | 50.2 |
| inverter | 30 | 1.21 |
| sequential | 171 | 36.7 |
[power groups by stage]
stage	Combinational (mW)	Sequential, mW	Clock, mW
final	0.237	0.798	0.718
after global routing	0.268	0.804	0.763
after CTS	0.238	0.798	0.735
[routing by layer]
metal	routed length [um]	GRT usage [%]	part of all wire, %	up-vias
met5	0	0	0	-
met4	137	1.68	0.71	0
met3	947	3.34	4.9	11
met2	8630	35.5	45	164
met1	9610	38.1	50	3098
li1	-	-	-	3460
[flip-flops by register name, summed over array words and instances (netlist names)]
name / cells
s1.state2: 7
s1.c: 7
s1.cf.digit: 7
out: 16
s1.cc.digit: 7
cd1.count: 15
in_disp: 1
s1.state1: 7
s1.ch.digit: 7
s1.cb.digit: 7
nstate: 5
s1.ca.digit: 7
o_disp: 1
s1.cd.digit: 7
s1.an: 8
s1.ce.digit: 7
s1.cg.digit: 7
n1: 16
n2: 16
LED: 16
Power is estimated from default activity; no workload was simulated.
